**design.v**
```verilog
module hazard_handling_unit(
    input MemRead_ID_EX,
    input [4:0] write_reg_ID_EX,
    input [4:0] rs_IF_ID,
    input [4:0] rt_IF_ID,
    output reg ControlUnitRst,
    output reg pc_WE,
    output reg WE_if_id
);
    always @(*) begin
        if (MemRead_ID_EX &&
            ((write_reg_ID_EX == rs_IF_ID) || (write_reg_ID_EX == rt_IF_ID))) begin
            ControlUnitRst = 1'b1;
            pc_WE = 1'b0;
            WE_if_id = 1'b0;
        end else begin
            ControlUnitRst = 1'b0;
            pc_WE = 1'b1;
            WE_if_id = 1'b1;
        end
    end
endmodule
```
**run.sh**
```bash
#!/bin/bash
# OpenROAD 26Q1-2900-gdf79404cd8, Yosys 0.63+post, stock flow scripts
make -C /OpenROAD-flow-scripts/flow DESIGN_CONFIG=/design/flow/config.mk WORK_HOME=/design/flow/orfs finish
```
**config.mk**
```make
export PLATFORM = sky130hd
export DESIGN_NAME = hazard_handling_unit
export DESIGN_NICKNAME = hazard_handling_unit
export VERILOG_FILES = /design/flow/design.v
export SDC_FILE = /design/flow/constraint.sdc
export NUM_CORES = 4
export LEC_CHECK = 1
export CORE_AREA = 10 10 70 70
export DIE_AREA = 0 0 80 80
```
**constraint.sdc**
```tcl
current_design hazard_handling_unit

set clk_period 2.1
set clk_io_pct 0.2

create_clock -name clk0 -period $clk_period

set non_clock_inputs [all_inputs -no_clocks]
set_input_delay [expr $clk_period * $clk_io_pct] -clock clk0 $non_clock_inputs
set_output_delay [expr $clk_period * $clk_io_pct] -clock clk0 [all_outputs]
```
==> impl_metrics.ini <==
; flow metrics
[yosys]
ys_warn_count = 1
yosys-top-cells-area = xnor2_1, nand4_1, o22a_1, buf_4, nand2_1
synthDistinctLibCells = 6
top_area_frac = 0.673
synth_area_leader_cell = xnor2_1
synthMuxAreaShare = 0
synth-compound-area-share = 0.115
syn_area_um2 = 130
adder_share = 0
avgSynthCellArea_um2 = 7.65
syn_inst = 17
ys_cells = 17
ys_top_logic_family = XOR/XNOR gates
yosys-stat-area_um2 = 130
xor_share = 0.673
postSynthSeqShare = 0
simple_gate_share = 0.154

[critical_path]
worstPathMaxFanout = 2
end_kind = output port
worstSetupPathType = primary input to output port
slowest_stage = clkdlybuf4s50_1
arrival_ns = 1.63
crit_buf_inv = 2
cp.required_ns = 1.68
critPathMaxStageDelay_ns = 0.47
start_kind = primary input
cp-startpoint = rt_IF_ID[1]
crit_chain = clkdlybuf4s50_1, xnor2_1, nand4_1, o22a_1, dlygate4sd2_1
crit_family = buffers and inverters

[floorplan]
die_area_um2 = 6400
initial_core_util = 0.0381
ioPinCount = 19
fp.dieH_um = 80
core_area_um2 = 3420
die_width_um = 80
num_rows = 21

[detailed_routing]
wl_per_cell_um = 8.00
vias_per_cell = 2.36
drt_iter0_drc = 0
vias = 201
dr.pass1.iters = 1
wl_um = 680
diodes = 0
final_antenna_net_count = 0
drcViolationCount = 0

[final_timing]
hold_viol = 0
post-route-min-period_ns = 2.05
finalWorstSetupSlack_ns = 0.0531
fmaxAchievable_mhz = 489
fin_tns_setup_ns = 0
fin_crit_sh = 0.975
setup_viol = 0
hold_slack_ns = 1.46
worstMarginPinSlew_ns = 0.195
slew_headroom = 0.870
slew_viol_final = 0

[grt]
grt_usage = 0.0196
grt_pass1_wl_um = 1060
grt_start_max_net_pins = 3
grt_pass1_vias = 211
gr-total-overflow = 0
antenna_found_initial = 0

[finish]
flop-count = 0
seqCellArea_um2 = 0
drive_gt1_frac = 0.231
areaGrowthSynthToFinish_pct = 226
clkbuf_count = 0
fillCellCount = 387
final_area_um2 = 424

[worst_hold_path]
holdPathStages = 5
hp-class = primary input to output port
hold_start = rs_IF_ID[3]
worst_hold_path.endpoint = pc_WE

[placement]
place_area_um2 = 378
pre_cts_slack_ns = -0.219
gp_congestion = 0.816
hpwl_um = 613
portBuffers = 19

[pwr]
peakVddDrop_mv = 0.0184
powerDensity_nw_per_um2 = 160
total_power_mw = 0.0678
p_leak_nw = 0.181

[run_status]
outcome = completed

[flow_run]
max_cap_viol_count = 0
openroad.warnings = 32
## metrics by stage
stage,utilization,cells
2_1_floorplan,-,17
5_1_grt,0.124,85
4_1_cts,0.111,84
6_report,0.124,85
3_5_place_dp,0.111,82
3_3_place_gp,0.111,82
## kinds of logic after synthesis
group                     count (synthesis)
and+or+nand+nor                           4
AOI/OAI and AO/OA                         2
buffers and inverters                     1
xor gates and xnor gates                 10
## where the power goes
group / internal, mW / total, mW / switching [mW]
logic: 0.0454 / 0.0678 / 0.0223
registers: 0 / 0 / 0
clock network: 0 / 0 / 0
## layout by cell type, fill, tap and decap left out
cell / count
buf_2: 1
buf_4: 4
clkdlybuf4s50_1: 6
dlygate4sd2_1: 8
dlymetal6s2s_1: 4
nand2_1: 2
nand4_1: 2
o22a_1: 1
o22ai_2: 1
xnor2_1: 7
xnor2_2: 3
## worst max-delay path by stage
stage / end / slack, ns / depth (start not counted)
4_1_cts: ControlUnitRst / 0.008 / 7
5_1_grt: WE_if_id / -0.007 / 5
6_report: WE_if_id / 0.05 / 5
## cell usage after synthesis, drive strengths merged
master and count:
xnor2 10, nand2 2, buf 1, o22a 1, nand4 2, o22ai 1
## worst min-delay path: stages
cell and delay (ns):
dlymetal6s2s_1 0.10, xnor2_1 0.07, nand4_1 0.09, o22a_1 0.16, dlygate4sd2_1 0.20
## per-layer routing
metal	up-vias	wire, µm	global-route usage
met5	-	0	0
met1	89	241	0.0211
met3	0	82	0.00455
met4	0	0	0
met2	10	356	0.0393
li1	102	-	-
## repair_timing
action                                  CTS  global route
hold buffers                              0             0
setup buffers                             2             1
endpoints found under the setup margin    3             3
resized                                  11             8
pin swaps                                 9             5
## cell type report
cell class / count / area [µm²] / share of cell area
well taps: 46 / 57.6 / 0.136
repair buffers: 23 / 215 / 0.507
multi-input cells: 16 / 151 / 0.357
No activity file was given, so power comes from the tool's default toggle rates.
