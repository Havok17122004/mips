$ cat design/flow/config.mk
export PLATFORM = sky130hd
export DESIGN_NAME = mux4_1
export DESIGN_NICKNAME = mux4_1
export VERILOG_FILES = /design/flow/design.v
export SDC_FILE = /design/flow/constraint.sdc
export NUM_CORES = 4
export LEC_CHECK = 1
export CORE_AREA = 10 10 84 84
export DIE_AREA = 0 0 94 94
$ cat design/flow/run.sh
#!/bin/bash
# OpenROAD 26Q1-2900-gdf79404cd8, Yosys 0.63+post, stock flow scripts
make -C /OpenROAD-flow-scripts/flow DESIGN_CONFIG=/design/flow/config.mk WORK_HOME=/design/flow/orfs finish
$ cat design/flow/design.v
`timescale 1ns / 1ps
module mux4_1(sel, one, two, three, four, out);
    parameter W = 32;
    input [1:0] sel;
    input [W-1:0] one, two, three, four;
    output [W-1:0] out;
    assign out = (sel[0])? ((sel[1])? four : two) : ((sel[1])? three : one);
endmodule
$ cat design/flow/constraint.sdc
current_design mux4_1

set clk_period 1.0
set clk_io_pct 0.2

create_clock -name clk0 -period $clk_period

set non_clock_inputs [all_inputs -no_clocks]
set_input_delay [expr $clk_period * $clk_io_pct] -clock clk0 $non_clock_inputs
set_output_delay [expr $clk_period * $clk_io_pct] -clock clk0 [all_outputs]
==> run summary <==
Summary of the current implementation state.

- The flow ran to the end, but the final reports show violations.
- The final reports fail on setup timing.
- The filler-free cell count of the finished design is 283, for reference.
- The startpoint of the most critical setup path is sel[1], for reference.
- The floorplan step records an initial core utilization of 0.1565.
- The routed via count is 1230, for reference.
- Between the synthesized netlist and the finished layout, the area growth was recorded as 196.6%.
- The register area is 0 um^2, for reference.
- The final timing report lists a max-slew violation count of 0.
- The post-layout utilization of the core is 0.4642, for reference.
- Subtracting the final worst setup slack from the clock period gives 1.360 ns.
- Once detail routing completed, the nets flagged for antenna violations numbered 0.
- The netlist uses 5 different library cells.
- The cell total in the yosys stat output is 39, for reference.
- The synthesized netlist handed to floorplanning was reported with a cell count of 39.
- The most frequent cell on the critical path is sky130_fd_sc_hd__buf_12, for reference.
- The worst setup path is captured at an output port.
- The horizontal extent of the die is 94 um, for reference.
- The largest single stage delay on the critical path is 0.49 ns.
- The flop count is 0, for reference.
- The OpenROAD report gives the critical path a data arrival time of 1.16 ns.
- The final critical-path setup slack is -0.3598 ns, for reference.
- The final report gives the standard cell area, fillers excluded, as 0.002416 mm^2.
- The leakage component of the power is 1.160 nW, for reference.
- Including well taps, the total number of placed cells is 268.
- The maximum vdd ir drop is 0.1956 mV, for reference.
- The number of global-route vias before repair is 1385, for reference.
- Per the log, the first TritonRoute iteration ended with a DRC count of 19.
- The pin closest to its max-slew limit shows a slew of 0.1307 ns.
- Setup repair after global routing could not meet its margin everywhere.
- The die is 94 um tall.
- Looking at the critical path, the highest net fanout was 5.
- The number of fill cells is 540, for reference.
- For reference, the final report shows the hold violation count at 0.
- The critical-path cell with the highest stage delay is sky130_fd_sc_hd__mux4_2, for reference.
- The startpoint type of the worst setup path is a primary input, for reference.
- The standard cell core area is 0.005205 mm^2, for reference.
- In the log, the iteration count for the first detailed-route pass is 2.
- The top-level port count is 162, for reference.
- Listed in order, past its start point the critical path passes buf_12 > buf_12 > buf_4 > mux4_2 > buf_2.
- In this run the mean area of a mapped cell was 20.89 um^2.
- The number of design rule violations left after detail routing is 0, for reference.
- The wire length recorded after detailed routing is 6.538 mm.
- The startpoint-to-endpoint class of the critical path is in2out, for reference.
- The fraction of final layout cells sized beyond drive strength 1 is 0.3934, for reference.
- The library cell with the largest summed area after synthesis is sky130_fd_sc_hd__mux4_2, for reference.
- After global routing the overflow that remains totals 0.
- The worst slew margin relative to its limit is 0.9136, for reference.
- The count of max-cap constraint violations is 0, for reference.
- The type recorded for the worst min-delay path is in2out.
- The part of the Yosys area used for sequential elements is 0, for reference.
- The die area is 0.008836 mm^2, for reference.
- In the global route stage, overall resource usage came out at 0.1394.
- According to the timing report, the critical path is captured at out[2].
- The layout has 0 clock buffers.
- The routability congestion estimate from global placement is 0.8321, for reference.
- In this run the cell area of the synthesized design comes to 814.5 um^2.
- The power per unit of standard cell area is 370.1 mW/mm^2, for reference.
- Timing would allow up to 0.7354 GHz.
- The number of failing setup endpoints in the final timing report is 32, for reference.
- The synthesis report lists the Yosys warning total as 0.
- Per the detailed placement report, the placed cell area equals 0.002487 mm^2.
- The final timing summary puts the cycle share of the worst path at 1.360.
- The area taken by multi-input combinational cells is reported as 720.7 um^2.
- For this run, the chip area from Yosys synthesis comes to 814.5 um^2.
- The post-detailed-route wirelength per cell is 23.10 um, for reference.
- The post-detailed-route via-to-cell ratio is 4.346, for reference.
- The top-area cell type share of the netlist area is 0.8295, for reference.
- The initial antenna violation count came to 2.
- Row generation in the floorplan step produced 26 rows.
- The critical path endpoint has a required time of 0.80 ns.
- The count of port buffers added during placement is 162, for reference.
- The pin count of the biggest net entering global routing is 17, for reference.
- By area the synthesized netlist is led by sky130_fd_sc_hd__mux4_2 (83%), sky130_fd_sc_hd__buf_12 (7.4%), sky130_fd_sc_hd__mux4_1 (6.5%), sky130_fd_sc_hd__buf_2 (1.8%), sky130_fd_sc_hd__buf_6 (1.4%).
- The tool warning count for the run is 35.
- The first global-routing pass estimated 9.156 mm of wire.
[cell type report]
class                           count  area share
Antenna cell                        2    0.002071
Multi-Input combinational cell     32      0.2983
Tap cell                           70     0.03625
Timing Repair Buffer              179      0.6634
[logic make-up (layout without fill, tap and decap cells)]
group | after synthesis | in the layout | share of synthesized area
buffers and inverters | 7 | 179 | 0.1060
other | 0 | 2 | 0
muxes | 32 | 32 | 0.8940
[cells in the final DEF (no fill, tap or decap)]
cell type and count:
sky130_fd_sc_hd__buf_12 6, sky130_fd_sc_hd__diode_2 2, sky130_fd_sc_hd__buf_2 30, sky130_fd_sc_hd__mux4_2 32
sky130_fd_sc_hd__clkdlybuf4s15_1 2, sky130_fd_sc_hd__dlygate4sd2_1 126, sky130_fd_sc_hd__buf_4 6, sky130_fd_sc_hd__buf_16 3
sky130_fd_sc_hd__clkbuf_16 1, sky130_fd_sc_hd__buf_6 5
[power by group]
part | internal (mW) | switching [mW]
combinational | 0.659 | 0.235
sequential | 0 | 0
clock | 0.000000267 | 0
total | 0.659 | 0.235
[cell usage after synthesis (all sizes together)]
| library cell | count |
|---|---|
| buf | 7 |
| mux4 | 32 |
[metal layers]
layer  vias to the layer above  share of wire  track usage  wire length, um
met5                         -              0            0                0
met4                         0         0.0046     0.006329               30
met3                         2          0.083      0.04766              544
met2                        72           0.56       0.2546             3690
met1                       600           0.35       0.1614             2272
li1                        556              -            -                -
[stage by stage]
stage                     setup WS [ns]  power (mW)  TNS [ns]  hold slack (ns)
after floorplan                -0.09162      0.2869    -2.749           0.4864
after CTS                       -0.3729      0.8925    -9.915           0.8859
after global routing            -0.3908      0.9588    -11.03           0.9000
after global placement          -0.9240       1.085    -28.55            1.277
after detailed placement        -0.9289       1.089    -28.64            1.284
final                           -0.3598      0.8941    -10.12           0.8795
[how the worst min path moves through the flow]
stage     depth (start not counted)      to     from
4_1_cts                           3  out[0]  four[0]
5_1_grt                           3  out[1]   one[1]
6_report                          3  out[0]  four[0]
[timing repair]
action	in CTS	in global routing
gates resized	257	1
setup buffers	8	2
hold buffers	0	0
setup endpoints to repair	32	32
gates cloned	3	1
hold endpoints to repair	0	0
[critical path: cells and delay by family]
kind | cells | cell delay [ns]
mux | 1 | 0.49
buf+inv | 4 | 0.47
Power is estimated from default activity; no workload was simulated.
