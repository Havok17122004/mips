[flow/design.v]
module forwarding_unit(
    input        FloatRegWrite_MEM_WB,
    input        GeneralRegWrite_MEM_WB,
    input        GeneralRegWrite_EX_MEM,
    input        FloatRegWrite_EX_MEM,
    input [4:0]  write_reg_MEM_WB,
    input [4:0]  write_reg_EX_MEM,
    input [4:0]  rs_ID_EX,
    input [4:0]  rt_ID_EX,
    output reg [1:0] forwardA,
    output reg [1:0] forwardB
);
    always @(*) begin
        forwardA = 2'b00;
        forwardB = 2'b00;
        if ((GeneralRegWrite_EX_MEM || FloatRegWrite_EX_MEM) && (write_reg_EX_MEM != 5'd0) && (write_reg_EX_MEM == rs_ID_EX))
            forwardA = 2'b10;
        if ((GeneralRegWrite_EX_MEM || FloatRegWrite_EX_MEM) && (write_reg_EX_MEM != 5'd0) && (write_reg_EX_MEM == rt_ID_EX))
            forwardB = 2'b10;
        if ((GeneralRegWrite_MEM_WB || FloatRegWrite_MEM_WB) && (write_reg_MEM_WB != 5'd0) && (write_reg_MEM_WB == rs_ID_EX) && !(write_reg_EX_MEM != 5'd0 && (write_reg_EX_MEM == rs_ID_EX) && (GeneralRegWrite_EX_MEM || FloatRegWrite_EX_MEM)))
            forwardA = 2'b01;
        if ((GeneralRegWrite_MEM_WB || FloatRegWrite_MEM_WB) && (write_reg_MEM_WB != 5'd0) && (write_reg_MEM_WB == rt_ID_EX) && !(write_reg_EX_MEM != 5'd0 && (write_reg_EX_MEM == rt_ID_EX) && (GeneralRegWrite_EX_MEM || FloatRegWrite_EX_MEM)))
            forwardB = 2'b01;
    end
endmodule
[flow/run.sh]
#!/bin/bash
# OpenROAD 26Q1-2900-gdf79404cd8, Yosys 0.63+post, stock flow scripts
make -C /OpenROAD-flow-scripts/flow DESIGN_CONFIG=/design/flow/config.mk WORK_HOME=/design/flow/orfs finish
[flow/config.mk]
export PLATFORM = sky130hd
export DESIGN_NAME = forwarding_unit
export DESIGN_NICKNAME = forwarding_unit
export VERILOG_FILES = /design/flow/design.v
export SDC_FILE = /design/flow/constraint.sdc
export NUM_CORES = 4
export LEC_CHECK = 1
export CORE_AREA = 10 10 70 70
export DIE_AREA = 0 0 80 80
[flow/constraint.sdc]
current_design forwarding_unit

set clk_period 2.1
set clk_io_pct 0.2

create_clock -name clk0 -period $clk_period

set non_clock_inputs [all_inputs -no_clocks]
set_input_delay [expr $clk_period * $clk_io_pct] -clock clk0 $non_clock_inputs
set_output_delay [expr $clk_period * $clk_io_pct] -clock clk0 [all_outputs]
==> results.json <==
{
  "pwr-share-clk_pct": 0,
  "layout.sequential_cells": 0,
  "combPwrFrac_pct": 100.0,
  "seq_power_share_pct": 0,
  "grt.total_usage_pct": 4.94,
  "numPortBuffers": 28,
  "synth.lib_cells_used.distinct": 10,
  "worstSetupStartpointType": "input port",
  "synth_seq_share_pct": 0,
  "netSwitchingPower_uw": 56.2,
  "cp_data_required_time_ns": 1.68,
  "tightest_slew_ns": 0.253,
  "place_inst": 129,
  "die_w_um": 80,
  "postPlaceCellArea_um2": 762,
  "layout_worst_path_cycle_share_pct": 97.6,
  "floorplan.die_area_um2": 6400,
  "final_layout_size_suffix_gt1_share_pct": 44.7,
  "finalWorstSetupSlack_ns": 0.0499,
  "utilization_pct": 23.4,
  "post-route-drc-count": 0,
  "worstSetupPathType": "input port to output pin",
  "outcome": "complete, no violations",
  "worstPathArrival_ns": 1.63,
  "floorplanUtilization_pct": 8.02,
  "mi_logic_area_um2": 337,
  "final-hold-violation-count": 0,
  "post-synth-top-area-fraction_pct": 38.4,
  "routed_wire_length_per_instance_um": 11.5,
  "power_density_nw_per_um2": 177,
  "rows": 21,
  "stdcell_area_um2": 800,
  "drtPass1Iterations": 3,
  "timing.max_cap.violations": 0,
  "fin_setup_tns_ns": 0,
  "final_period_minus_worst_setup_slack_ns": 2.05,
  "synth_chip_area_um2": 274,
  "p_total_uw": 141,
  "openroad.warnings": 32,
  "netlist_top_cells_count": "12 x sky130_fd_sc_hd__xnor2_1, 8 x sky130_fd_sc_hd__xor2_1, 4 x sky130_fd_sc_hd__nand3_1",
  "antennaDiodeCount": 0,
  "ant_nets": 0,
  "synth-cells-yosys": 35,
  "yosysMostFrequentCell": "sky130_fd_sc_hd__xnor2_1",
  "area_growth_pct": 192,
  "sequential_cell_area_um2": 0,
  "core_region_area_um2": 3420,
  "setup.worst_path.end_class": "output pin",
  "route.detailed.vias_per_inst": 3.29,
  "slew-limit-headroom_pct": 83.1,
  "crit_fanout": 2,
  "antenna_violations_before_repair": 0,
  "worst_hold_path_type": "input port to output pin",
  "yosysWarningCount": 1,
  "netSwitchingFraction_pct": 39.7,
  "io-pin-count": 28,
  "netlist_area_um2": 274,
  "post-synth-top-area-cell": "sky130_fd_sc_hd__xnor2_1",
  "holdWs_ns": 1.35,
  "finalMaxSlewViolations": 0,
  "area_leaders": "sky130_fd_sc_hd__xnor2_1 38%, sky130_fd_sc_hd__xor2_1 26%, sky130_fd_sc_hd__nand3_1 7.3%",
  "rsz0062_at_grt": "false",
  "p_leak_nw": 0.338,
  "die.size.y_um": 80,
  "detailroute.via_count": 431,
  "internal_power_uw": 85.3,
  "fill_cells": 371,
  "dp_worst_setup_slack_ns": -0.663,
  "setup_viol_count_final": 0,
  "post_layout_nonfiller_instances": 131,
  "place.gp.congestion": 0.815,
  "synthesis.area_per_instance_um2": 7.83,
  "wl_um": 1510,
  "detailedPlacementHpwl_um": 1360,
  "gr-total-overflow": 0,
  "first_global_vias": 530,
  "first_iter_violations": 17,
  "n_clock_buffer": 0,
  "grt_first_pass_wirelength_um": 2560,
  "grt_start_max_net_pins": 4,
  "ir_drop_worst_vdd_mv": 0.0305,
  "synthesis.instances": 35,
  "fmax_ghz": 0.488
}
final cells by class:
type / instances / share of cell area, %
well taps: 46 / 7.20
multi-input cells: 35 / 42.1
repair buffers: 50 / 50.7
what timing repair did:
action / CTS / global route
endpoints found under the setup margin: 4 / 3
cloned: 0 / 0
pin swaps: 13 / 6
buffers inserted: 3 / 0
hold buffers: 0 / 0
gates resized: 57 / 2
metal layers:
metal | GRT usage, % | routed length (µm)
met3 | 0.341 | 44
met5 | 0 | 0
met4 | 0.704 | 23
met2 | 10.6 | 948
met1 | 4.95 | 493
critical path, cell delays in order:
cell and delay, ns:
sky130_fd_sc_hd__dlygate4sd2_1 0.24, sky130_fd_sc_hd__or4_4 0.54, sky130_fd_sc_hd__o22ai_4 0.14, sky130_fd_sc_hd__buf_4 0.14, sky130_fd_sc_hd__nor3_2 0.03, sky130_fd_sc_hd__buf_2 0.11
power groups by stage:
stage / logic, mW / clock network, mW / registers [mW]
after CTS: 0.143 / 0 / 0
after global routing: 0.155 / 0 / 0
final: 0.141 / 0 / 0
final timing paths:
kind	startpoint	to	slack, ns	cells past startpoint
max	write_reg_MEM_WB[4]	forwardB[0]	0.05	6
min	write_reg_EX_MEM[4]	forwardA[1]	1.35	5
logic make-up after synthesis:
| group | Yosys count | synth area share [%] |
|---|---|---|
| AND-OR/OR-AND | 2 | 6.85 |
| XOR/XNOR | 20 | 63.9 |
| AND/OR/NAND/NOR | 13 | 29.2 |
placed cells by master (no fill, tap or decap), drive strengths merged:
| cell type | netlist | layout |
|---|---|---|
| xnor2 | 12 | 12 |
| nand2 | 1 | 1 |
| xor2 | 8 | 8 |
| o22ai | 2 | 2 |
| dlygate4sd2 | 0 | 17 |
| nand3 | 4 | 4 |
| clkdlybuf4s50 | 0 | 2 |
| clkdlybuf4s15 | 0 | 2 |
| buf | 0 | 29 |
| nor3 | 5 | 5 |
| or4 | 2 | 2 |
| nor4 | 1 | 1 |
Power is estimated from default activity; no workload was simulated.
